<file path="/design/flow/config.mk">
export PLATFORM = sky130hd
export DESIGN_NAME = Stack
export DESIGN_NICKNAME = Stack
export VERILOG_FILES = /design/flow/design.v
export SDC_FILE = /design/flow/constraint.sdc
export NUM_CORES = 4
export LEC_CHECK = 1
export CORE_UTILIZATION = 40
</file>
<file path="/design/flow/constraint.sdc">
current_design Stack

set clk_period 3.0
set clk_io_pct 0.2

create_clock -name clk0 -period $clk_period [get_ports {clk}]

set non_clock_inputs [all_inputs -no_clocks]
set_input_delay [expr $clk_period * $clk_io_pct] -clock clk0 $non_clock_inputs
set_output_delay [expr $clk_period * $clk_io_pct] -clock clk0 [all_outputs]
</file>
<file path="/design/flow/design.v">
module Stack(clk, address, push, pop, stack_out);
	input[11:0] address;
	input clk, push, pop;
	output logic [11:0] stack_out;
	reg [11:0] stack [0:7];
	logic [2:0] pointer = 3'b0;
	assign stack_out = stack[pointer];	
	always @(posedge clk) begin	
		if(pop)	begin
			pointer <= pointer - 3'b01;		
		end
		if(push) begin
			stack[pointer] <= address;
			pointer <= pointer + 3'b01;
		end
	end
endmodule
</file>
<file path="/design/flow/run.sh">
#!/bin/bash
# OpenROAD 26Q1-2900-gdf79404cd8, Yosys 0.63+post, stock flow scripts
make -C /OpenROAD-flow-scripts/flow DESIGN_CONFIG=/design/flow/config.mk WORK_HOME=/design/flow/orfs finish
</file>
==> impl_table.tex <==
% Synthesis and place-and-route results
\begin{tabular}{lr}
\hline
Metric & Value \\
\hline
\multicolumn{2}{l}{\textbf{Yosys}} \\
\quad Post-synthesis compound-gate area fraction & 0.08107 \\
\quad Post-synthesis cell area & 3966 µm² \\
\quad Proportion of synthesized area in mux cells & 0.1025 \\
\quad Number of warning messages in the yosys log & 1 \\
\quad Gate count of the mapped netlist & 216 \\
\quad Post-synthesis cell type with the largest instance count & sky130\_fd\_sc\_hd\_\_edfxtp\_1 \\
\quad Average size of a mapped cell & 18.36 µm² \\
\quad Main logic family after synthesis & multiplexers \\
\quad Synth top area share & 0.7495 \\
\quad Cell total in the yosys stat output & 216 \\
\quad Cell Type Count & 34 \\
\quad Number of flip-flops and latches in the synthesized netlist & 99 \\
\quad EDFF count, synth & 99 \\
\quad Yosys simple share & 0.02681 \\
\quad Fraction of registers with async set or reset after synthesis & 0 \\
\quad Cell accounting for the most synthesized area & sky130\_fd\_sc\_hd\_\_edfxtp\_1 \\
\quad Top area cell types & sky130\_fd\_sc\_hd\_\_edfxtp\_1, sky130\_fd\_sc\_hd\_\_mux2i\_1, sky130\_fd\_sc\_hd\_\_mux4\_2 \\
\quad List of most frequent post-synthesis cells & sky130\_fd\_sc\_hd\_\_edfxtp\_1, sky130\_fd\_sc\_hd\_\_mux2i\_1, sky130\_fd\_sc\_hd\_\_inv\_1 \\
\quad Register share after synthesis & 0.7495 \\
\quad Post-Synth Adder-Cell Area & 0.005047 \\
\quad Post-Synth XOR/XNOR Area & 0.004416 \\
\quad Synth Flop Type & sky130\_fd\_sc\_hd\_\_edfxtp\_1 \\
\quad Post-synthesis chip area from yosys & 3966 µm² \\
\multicolumn{2}{l}{\textbf{Pwr}} \\
\quad Total power consumption of the routed design & 0.003726 W \\
\quad Power density relative to cell area & 792.1 nW/µm² \\
\quad Sw Share & 0.2797 \\
\quad Switching power summed over all nets & 0.001042 W \\
\quad Gate power share & 0.311 \\
\quad Sequential cell fraction of total power & 0.467 \\
\quad Internal portion of total power & 0.002684 W \\
\quad Static leakage power & 1.602 nW \\
\quad Peak supply drop & 0.3477 mV \\
\quad Clock network fraction of design power & 0.222 \\
\multicolumn{2}{l}{\textbf{Global route}} \\
\quad Vias in the first global route & 2,156 \\
\quad Wire length of the first global-routing pass & 11,890 µm \\
\quad All-Layer GR Usage & 0.1748 \\
\quad Antenna violations before repair & 0 \\
\quad Global route overflow & 0 \\
\quad Largest net degree at the start of global routing & 35 \\
\multicolumn{2}{l}{\textbf{Finish}} \\
\quad Non-Filler Instances & 396 \\
\quad Multi-input gate area & 894.6 µm² \\
\quad Filler instances & 785 \\
\quad Register Area & 2973 µm² \\
\quad Area growth from synthesis to final layout & 18.58\% \\
\quad Fraction of final layout cells with drive strength greater than 1 & 0.1985 \\
\multicolumn{2}{l}{\textbf{Worst setup path}} \\
\quad Category of the worst setup path launch point & flop \\
\quad Required arrival time at the worst endpoint & 2.40 ns \\
\quad Data arrival time at the worst-slack endpoint & 2.29 ns \\
\quad Nature of the critical path endpoint & output pin \\
\quad Peak fanout along the critical path & 15 \\
\quad Critical path class & reg2out \\
\multicolumn{2}{l}{\textbf{Job}} \\
\quad Reported max-cap violation count & 0 \\
\quad Log Warnings & 26 \\
\multicolumn{2}{l}{\textbf{Placed design}} \\
\quad Detailed Place HPWL & 4746 µm \\
\quad Number of buffers added on ports & 26 \\
\quad Weighted congestion at the end of routability-driven global placement & 0.7901 \\
\quad Post-placement cell count & 379 \\
\multicolumn{2}{l}{\textbf{STA}} \\
\quad Relative slew slack & 0.6502 \\
\quad Count of final hold-check violations & 0 \\
\quad Highest clock frequency the design can meet & 346.1 MHz \\
\quad Final clock period utilization by the worst path & 0.9630 \\
\quad Period minus WS final & 2.889 ns \\
\quad Slew at the pin closest to its max-slew limit & 0.5247 ns \\
\quad Hold WS & 0.8673 ns \\
\quad Number of setup violations in the final report & 0 \\
\quad Setup tns final & 0 ns \\
\quad Skew final & 0.008541 ns \\
\quad Setup repair after global routing missed its margin & true \\
\quad Pins Over Slew Limit & 0 \\
\multicolumn{2}{l}{\textbf{Routing}} \\
\quad First-pass iteration count of the detailed router & 5 \\
\quad Drt initial violations & 105 \\
\quad Remaining number of nets flagged by the antenna check after routing & 0 \\
\quad Overall via count from detail\_route & 2,095 \\
\quad Antenna Cells & 0 \\
\quad Post-detailed-routing wire length & 7530 µm \\
\quad Via density & 5.290 \\
\quad Remaining routing DRC violations & 0 \\
\quad Routed WL per cell & 19.02 µm \\
\multicolumn{2}{l}{\textbf{Clock tree}} \\
\quad Num CTS Buffers & 9 \\
\quad Number of gates given a new drive strength after cts & 0 \\
\quad Clock Pin Slew Worst Setup and Hold Paths & 0.09 ns \\
\quad CTS tree & done \\
\quad Sink Count & 99 \\
\quad Setup Fix Bufs, Post-CTS & 0 \\
\quad Number of buffers between clock root and the deepest sink & 2 \\
\quad Clk Tree Root Cell & sky130\_fd\_sc\_hd\_\_clkbuf\_8 \\
\quad Late-Pin Clk Latency & 0.36 ns \\
\quad Quantity of hold-fixing buffers added after cts & 0 \\
\quad CTS H-Tree Depth & 3 \\
\multicolumn{2}{l}{\textbf{Min path}} \\
\quad Worst min-delay path category & reg2reg \\
\multicolumn{2}{l}{\textbf{Floorplanning}} \\
\quad Row Count & 35 \\
\quad Starting utilization of the core area & 0.4213 \\
\quad Total die size & 10,320 µm² \\
\quad Top Ports & 27 \\
\quad Die y size & 101.6 µm \\
\quad Core area & 9415 µm² \\
\quad Chip width & 101.6 µm \\
\multicolumn{2}{l}{\textbf{Status}} \\
\quad Run status & finished, final reports clean \\
\hline
\end{tabular}
==> cell usage in the layout (no fill, tap or decap), types with 4 or more instances in the layout <==
master                            count
sky130_fd_sc_hd__mux2_2               5
sky130_fd_sc_hd__inv_1                9
sky130_fd_sc_hd__o211ai_1             8
sky130_fd_sc_hd__edfxtp_1            99
sky130_fd_sc_hd__nand2_1              4
sky130_fd_sc_hd__a22oi_1              6
sky130_fd_sc_hd__mux4_2               5
sky130_fd_sc_hd__and3_1               4
sky130_fd_sc_hd__clkdlybuf4s50_1     26
sky130_fd_sc_hd__a211o_1              8
sky130_fd_sc_hd__o32a_1               6
sky130_fd_sc_hd__a21boi_0             5
sky130_fd_sc_hd__clkbuf_8             9
sky130_fd_sc_hd__mux2i_1             17
sky130_fd_sc_hd__buf_4               22
sky130_fd_sc_hd__a21oi_1              4
==> flip-flops by register name, summed over array words and instances (netlist names) <==
register	count
pointer	3
stack	96
==> power by group through the flow <==
stage / Combinational (W) / Sequential [W] / Clock, W
after CTS: 0.00116 / 0.00174 / 0.000851
after global routing: 0.00128 / 0.00175 / 0.000903
final: 0.00116 / 0.00174 / 0.000827
==> stage by stage <==
| stage | setup WS, ns | util | cell area, µm² |
|---|---|---|---|
| floorplan | 0.3957 | - | 3966 |
| global placement | 0.5043 | 0.4780 | 4501 |
| detailed placement | 0.4722 | 0.4780 | 4501 |
| CTS | 0.06042 | 0.4987 | 4696 |
| global route | -0.02379 | 0.4995 | 4703 |
| finish | 0.1111 | 0.4995 | 4703 |
==> cell families (layout without fill, tap and decap cells) <==
| kind of cell | after synthesis | count (layout) |
|---|---|---|
| flops | 99 | 99 |
| mux | 30 | 30 |
| fa+ha+maj | 1 | 1 |
| xor+xnor | 2 | 2 |
| compound gates | 41 | 41 |
| buf+inv | 23 | 74 |
| simple gates | 20 | 20 |
==> cell type report <==
cell class,count,area share
sequential,99,0.6321
multi-input combinational,94,0.1902
timing repair buffer,49,0.09471
tap,129,0.03432
clock buffer,11,0.02793
clock inverter,5,0.01357
inverter,9,0.007183
==> critical path, stage by stage (launching register included) <==
cell,delay (ns)
sky130_fd_sc_hd__edfxtp_1,0.50
sky130_fd_sc_hd__buf_4,0.30
sky130_fd_sc_hd__mux4_2,0.53
sky130_fd_sc_hd__o22a_1,0.20
sky130_fd_sc_hd__clkdlybuf4s50_1,0.40
==> final timing paths <==
path,start,endpoint,slack [ns],cells after the start
worst min register to register,pointer[2]$_DFFE_PP_,pointer[2]$_DFFE_PP_,0.87,2
worst min-delay path,pointer[2]$_DFFE_PP_,pointer[2]$_DFFE_PP_,0.87,2
worst max-delay path,pointer[2]$_DFFE_PP_,stack_out[10],0.11,4
worst max register to register,pointer[2]$_DFFE_PP_,stack[7][3]$_DFFE_PP_,0.85,3
==> routing by layer <==
metal / wire length (µm) / track usage / up-vias
li1: - / - / 960
met1: 3135 / 0.2682 / 1021
met2: 3409 / 0.2484 / 105
met3: 890 / 0.1001 / 9
met4: 95 / 0.01895 / 0
met5: 0 / 0 / -
Power and IR drop assume default switching activity.
