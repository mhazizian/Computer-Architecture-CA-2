`./run.sh`:
```
#!/bin/bash
# OpenROAD 26Q1-2900-gdf79404cd8, Yosys 0.63+post, stock flow scripts
make -C /OpenROAD-flow-scripts/flow DESIGN_CONFIG=/design/flow/config.mk WORK_HOME=/design/flow/orfs finish
```
`./config.mk`:
```
export PLATFORM = sky130hd
export DESIGN_NAME = add_sub_12
export DESIGN_NICKNAME = add_sub_12
export VERILOG_FILES = /design/flow/design.v
export SDC_FILE = /design/flow/constraint.sdc
export NUM_CORES = 4
export LEC_CHECK = 1
export CORE_AREA = 10 10 70 70
export DIE_AREA = 0 0 80 80
```
`./constraint.sdc`:
```
current_design add_sub_12

set clk_period 9.0
set clk_io_pct 0.2

create_clock -name clk0 -period $clk_period

set non_clock_inputs [all_inputs -no_clocks]
set_input_delay [expr $clk_period * $clk_io_pct] -clock clk0 $non_clock_inputs
set_output_delay [expr $clk_period * $clk_io_pct] -clock clk0 [all_outputs]
```
`./design.v`:
```
module add_sub_12(first, second, res);
	input[11:0] first;
	input[7:0] second;
	output logic [11:0] res;
	assign res = second[7] ? (first - {5'b0, second[6:0]}) : (first + {5'b0, second[6:0]});
endmodule
```
==> flow_summary.json <==
{
  "outcome": "finished, final reports clean",
  "core_area_um2": 3416,
  "crit_fanout": 5,
  "setup_ws_ns": 2.314,
  "arrival_ns": 4.89,
  "seqPwrFrac_pct": 0,
  "die_h_um": 80,
  "ys_warn_count": 0,
  "grt_antenna_before_repair": 0,
  "grt_pass1_vias": 642,
  "maxCapViolCount": 0,
  "whs_path_depth": 5,
  "peakVddDrop_uv": 41.12,
  "worst_pin_slew_ns": 0.3463,
  "routed_wl_um": 1804,
  "min_to": "res[0]",
  "drc": 0,
  "critical_path_class": "in2out",
  "drt_pre_antenna_iters": 4,
  "setup_viol": 0,
  "synth_top_area_share_pct": 23.30,
  "postCtsSetupRepairBufs": 0,
  "seq_area_frac_synth_pct": 0,
  "antennaDiodeCount": 0,
  "slew_headroom_pct": 76.91,
  "layout_top_cells": "clkdlybuf4s50_1, xnor2_1, ha_1, a21oi_1",
  "grt_pass1_wl_um": 2829,
  "tool_warnings": 32,
  "placed_area_um2": 1018,
  "met2_usage_pct": 8.748,
  "max_freq_mhz": 149.6,
  "fin_area_um2": 1018,
  "fin_crit_ns": 6.686,
  "ctsHoldBuffers": 0,
  "vias": 658,
  "viasPerCell": 4.087,
  "grt_start_max_net_pins": 10,
  "synth_top_cell_by_area": "ha_1",
  "pwr-share-clk_pct": 0,
  "grt-busiest-layer": "met2",
  "intPower_uw": 57.21,
  "crit_slowest_cell": "clkdlybuf4s50_1",
  "clkbuf_count": 0,
  "hold_violations": 0,
  "die_w_um": 80,
  "rows": 21,
  "instances_no_fill": 161,
  "ys_chip_area_um2": 644.4,
  "p_sw_share_pct": 36.79,
  "rsz0062_at_grt": "false",
  "hp-start": "first[0]",
  "final.setup.tns_ns": 0,
  "drive_above_1_share_pct": 3.478,
  "chipArea_um2": 6400,
  "powerDensity_nw_per_um2": 88.87,
  "slowest_delay_ns": 0.49,
  "grt_use_met3_pct": 1.591,
  "ys_types": 28,
  "pre_cts_slack_ns": 2.275,
  "cp.required_ns": 7.20,
  "slew_viol_final": 0,
  "syn_area_per_cell_um2": 7.671,
  "ys_cells": 84,
  "drt_iter0_markers": 32,
  "place_hpwl_um": 1671,
  "globalRouteOverflowTotal": 0,
  "grtUsageTotal_pct": 5.179,
  "area_delta_synth_final_pct": 58.06,
  "wire_per_inst_um": 11.20,
  "power.leakage_nw": 0.4202,
  "n_fill_cell": 373,
  "top_cells_by_area": "ha_1, xnor2_1, a21oi_1",
  "gp_congestion": 0.8502,
  "core_util_floorplan_pct": 18.86,
  "lay_top_count": "clkdlybuf4s50_1",
  "endpoint_kind": "output port",
  "hold_class": "in2out",
  "grt_util_met1_pct": 6.552,
  "port_buffers": 32,
  "cts-resized-gates": 0,
  "switching_power_uw": 33.30,
  "layout.area.seq_um2": 0,
  "io_pins": 32,
  "synth_area_um2": 644.4,
  "flops": 0,
  "dp_cells": 161,
  "post-route-period-util_pct": 74.29,
  "combPwrFrac_pct": 100.0,
  "detail-route-antenna-nets": 0,
  "post-route-util_pct": 29.82,
  "cp_cell_sequence": "clkdlybuf4s50_1 -> nor2_1 -> nor4b_2 -> nor2_1 -> xnor2_1 -> ha_1 -> and3_1 -> a2111oi_4 -> o31ai_1 -> a21oi_1 -> xnor2_1 -> clkdlybuf4s50_1",
  "start_kind": "primary input",
  "synth_cells": 84
}
==> power groups by stage <==
stage                 Sequential, mW  Combinational (mW)  Clock, mW
after global routing               0               0.101          0
final                              0              0.0905          0
after CTS                          0              0.0927          0
==> layout make-up <==
type                            count  area, um^2  share of cell area, %
Multi-Input combinational cell     75       610.6                  59.95
Tap cell                           46       57.56                  5.651
Inverter                            8       30.03                  2.948
Timing Repair Buffer               32       320.3                  31.45
==> per-layer routing <==
metal  share of wire (%)  wire (um)
met5                   0          0
met4                0.55         10
met3                 9.4        169
met2                  47        840
met1                  43        783
==> metrics by stage <==
| step | power [mW] | hold WS, ns |
|---|---|---|
| finish | 0.09051 | 4.612 |
| global placement | 0.09169 | 4.611 |
| floorplan | 0.04473 | 3.711 |
| global route | 0.1012 | 4.639 |
| CTS | 0.09271 | 4.625 |
| detailed placement | 0.09207 | 4.624 |
==> synth_stat cells <==
cell,count
o21bai_1,2
fa_1,1
o31a_1,1
xnor2_1,14
a31oi_1,1
clkbuf_1,1
nand2_1,2
a2111oi_4,1
o21a_1,2
a21o_1,4
xor2_1,1
nor3_1,1
ha_1,12
nor2_1,8
inv_1,8
and3_1,1
and2_2,1
o31ai_1,1
o21ai_1,2
o21ai_0,2
a21oi_1,11
a2111o_1,1
o211ai_1,1
mux2i_1,1
nor2b_1,1
nor4b_2,1
and3_4,1
nand4_1,1
==> worst max path at each step <==
stage	start	endpoint	slack (ns)	cells after the start
finish	second[2]	res[10]	2.31	12
global route	second[2]	res[10]	2.00	12
CTS	second[2]	res[10]	2.27	12
==> cell families (layout without fill, tap and decap cells) <==
group	after synthesis	in the layout	share of synthesized area (%)
AOI/OAI and AO/OA	29	29	31.65
and+or+nand+nor	17	17	14.76
buffers and inverters	9	40	5.242
adders and majority gates	13	13	26.41
xor gates and xnor gates	15	15	20.39
muxes	1	1	1.553
==> worst max-delay path: cells and delay by family <==
family / cells / cell delay, ns
AOI/OAI and AO/OA: 3 / 0.69
xor gates and xnor gates: 2 / 0.28
adders and majority gates: 1 / 0.35
buffers and inverters: 2 / 0.95
and+or+nand+nor: 4 / 0.82
Power figures rest on the tool's default switching activity, not on a simulated workload.
