==> /design/flow/design.v <==
module Controller(instruction, C_out , Z_out, ALU_op, 
	sel_ALUScr_reg, sel_ALUScr_const,
	sel_PCSrc_offset, sel_PCSrc_const, 
	sel_PCSrc_plus1, sel_PCSrc_stack,
	MemWrite, MemRead,
	sel_RegisterFile_in_alu, 
	sel_RegisterFile_in_memory,
	sel_RegisterFile_in_shifter, 
	sel_RegisterFileReadReg2_rd, 
	RegisterFileWriteEn,
	sel_Cin_alu, sel_Cin_shifter,
	push_stack, pop_stack);
	input [5:0] instruction;
	input C_out, Z_out;
	output logic[3:0] ALU_op;
	output logic sel_ALUScr_reg, sel_ALUScr_const,
	sel_PCSrc_offset, sel_PCSrc_const, 
	sel_PCSrc_plus1, sel_PCSrc_stack,
	MemWrite, MemRead,
	sel_RegisterFile_in_alu, 
	sel_RegisterFile_in_memory,
	sel_RegisterFile_in_shifter, 
	sel_RegisterFileReadReg2_rd, 
	RegisterFileWriteEn,
	sel_Cin_alu, sel_Cin_shifter,
	push_stack, pop_stack;
	always @(instruction) begin
		sel_ALUScr_reg = 0; sel_ALUScr_const = 0;
		sel_PCSrc_const = 0; sel_PCSrc_offset = 0;
		sel_PCSrc_plus1 = 0;
		MemWrite = 0; MemRead = 0;
		sel_RegisterFile_in_alu = 0; 
		sel_RegisterFile_in_memory = 0;
		sel_RegisterFile_in_shifter = 0;
		sel_RegisterFileReadReg2_rd = 0;
		RegisterFileWriteEn = 0;
		sel_Cin_alu = 0;
		sel_Cin_shifter = 0;
		push_stack = 0;
		pop_stack = 0;
		sel_PCSrc_stack = 0;
		if (instruction[5:4] ==2'b00) begin
			ALU_op = {1'b0, instruction[3:1]};
			sel_ALUScr_reg = 1;
			sel_Cin_alu = 1;
			sel_PCSrc_plus1 = 1;
			sel_RegisterFile_in_alu = 1;
			RegisterFileWriteEn = 1;
		end
		if (instruction[5:4] ==2'b01) begin
			ALU_op = {1'b0, instruction[3:1]};
			sel_ALUScr_const = 1;
			sel_Cin_alu = 1;
			sel_PCSrc_plus1 = 1;
			sel_RegisterFile_in_alu = 1;
			RegisterFileWriteEn = 1;
		end
		case (instruction[5:3])
			3'b110 :  begin
				sel_RegisterFile_in_shifter = 1;
				RegisterFileWriteEn = 1;
				sel_PCSrc_plus1 = 1;
				sel_Cin_shifter = 1;
			end
			3'b100 : begin
				ALU_op = 4'b1000;
				sel_ALUScr_const = 1;
				sel_PCSrc_plus1 = 1;
				if (instruction[2:1] == 2'b01) begin
					MemWrite = 1;
					sel_RegisterFileReadReg2_rd = 1;
				end
				if (instruction[2:1] == 2'b00) begin
					MemRead = 1;
					sel_RegisterFile_in_memory = 1;
					RegisterFileWriteEn = 1;
				end
			end
			3'b101 : begin
				sel_PCSrc_plus1 = 1;
				case (instruction[2:1])
					2'b00 : if (Z_out) 
					begin
						sel_PCSrc_offset = 1;
						sel_PCSrc_plus1 = 0;
					end
					2'b10 : if (C_out) 
					begin
						sel_PCSrc_offset = 1;
						sel_PCSrc_plus1 = 0;
					end
					2'b01 : if (~Z_out) 
					begin
						sel_PCSrc_offset = 1;
						sel_PCSrc_plus1 = 0;
					end
					2'b11 : if (~C_out) 
					begin
						sel_PCSrc_offset = 1;
						sel_PCSrc_plus1 = 0;
					end
				endcase
			end
		endcase
		if (instruction[5:2] ==4'b1110) begin
			sel_PCSrc_const = 1;
			sel_RegisterFile_in_alu = 1;
			if (instruction[5:1] == 5'b11101) 
				push_stack = 1;
		end
		if (instruction[5:0] == 6'b111100) begin
			pop_stack = 1;
			sel_PCSrc_stack = 1;
		end
	end
endmodule  
==> /design/flow/run.sh <==
#!/bin/bash
# OpenROAD 26Q1-2900-gdf79404cd8, Yosys 0.63+post, stock flow scripts
make -C /OpenROAD-flow-scripts/flow DESIGN_CONFIG=/design/flow/config.mk WORK_HOME=/design/flow/orfs finish
==> /design/flow/config.mk <==
export PLATFORM = sky130hd
export DESIGN_NAME = Controller
export DESIGN_NICKNAME = Controller
export VERILOG_FILES = /design/flow/design.v
export SDC_FILE = /design/flow/constraint.sdc
export NUM_CORES = 4
export LEC_CHECK = 1
export CORE_AREA = 10 10 70 70
export DIE_AREA = 0 0 80 80
==> /design/flow/constraint.sdc <==
current_design Controller

set clk_period 1.6
set clk_io_pct 0.2

create_clock -name clk0 -period $clk_period

set non_clock_inputs [all_inputs -no_clocks]
set_input_delay [expr $clk_period * $clk_io_pct] -clock clk0 $non_clock_inputs
set_output_delay [expr $clk_period * $clk_io_pct] -clock clk0 [all_outputs]
==> impl_metrics.prom <==
# HELP chip_impl_metric Flow report values
# TYPE chip_impl_metric gauge
chip_impl_info{name="setup.worst_path.start_class",value="input pin"} 1
chip_impl_metric{name="worstPathRequired",unit="ns"} 1.28
chip_impl_metric{name="floorplan.core_util",unit="%"} 7.88
chip_impl_metric{name="achievable-frequency",unit="MHz"} 644
chip_impl_metric{name="min_cycle_time_layout",unit="ns"} 1.55
chip_impl_metric{name="final-setup-viol-count",unit=""} 0
chip_impl_metric{name="ys_area",unit="um^2"} 269
chip_impl_info{name="critical-path-slowest-cell",value="sky130_fd_sc_hd__or3_4"} 1
chip_impl_metric{name="post_synth_and_or_nand_nor_area_fraction",unit="%"} 38.6
chip_impl_metric{name="floorplan.die.width",unit="um"} 80
chip_impl_metric{name="max_stage_delay",unit="ns"} 0.41
chip_impl_metric{name="combined_global_route_utilization_of_all_metal_layers",unit="%"} 3.13
chip_impl_metric{name="dpl_cell_area",unit="um^2"} 624
chip_impl_metric{name="worstMarginPinSlew",unit="ns"} 0.224
chip_impl_metric{name="path_buffers",unit=""} 3
chip_impl_metric{name="stage_log_warnings",unit=""} 33
chip_impl_metric{name="synth.cellmix.xorXnorShare",unit="%"} 3.26
chip_impl_metric{name="mux_share",unit="%"} 3.72
chip_impl_metric{name="detail_route.wl_per_cell",unit="um"} 9.72
chip_impl_metric{name="vdd_drop_max",unit="V"} 0.0000345
chip_impl_metric{name="area_growth",unit="%"} 150
chip_impl_metric{name="first_drt_pass_iteration_count",unit=""} 2
chip_impl_metric{name="die_area",unit="um^2"} 6400
chip_impl_metric{name="grt_pass1_vias",unit=""} 339
chip_impl_info{name="run_status",value="complete, no violations"} 1
chip_impl_metric{name="cell_area_after_layout",unit="um^2"} 672
chip_impl_metric{name="dieHeight",unit="um"} 80
chip_impl_metric{name="dp_slack",unit="ns"} -0.699
chip_impl_metric{name="finalPower",unit="uW"} 121
chip_impl_metric{name="fin_hold_ws",unit="ns"} 0.877
chip_impl_metric{name="maximum_number_of_pins_on_one_net_before_global_route_repair",unit=""} 10
chip_impl_metric{name="antenna_cells_inserted",unit=""} 0
chip_impl_metric{name="syn_inst",unit=""} 37
chip_impl_metric{name="yosys_aoi_share",unit="%"} 9.77
chip_impl_metric{name="period_used_share",unit="%"} 97.0
chip_impl_metric{name="avg_inst_size_synth",unit="um^2"} 7.27
chip_impl_metric{name="drt.antenna.violating_nets",unit=""} 0
chip_impl_metric{name="numSynthFlops",unit=""} 4
chip_impl_metric{name="final_core_util",unit="%"} 19.7
chip_impl_metric{name="design.core.area",unit="um^2"} 3420
chip_impl_metric{name="ys_sh_adder",unit="%"} 0
chip_impl_metric{name="power_density",unit="nW/um^2"} 180
chip_impl_metric{name="postRouteWirelength",unit="um"} 1130
chip_impl_info{name="timing.critical_path.max_delay_family",value="simple AND/OR/NAND/NOR gates"} 1
chip_impl_metric{name="top_level_ports",unit=""} 29
chip_impl_metric{name="grt_first_pass_wirelength",unit="um"} 1700
chip_impl_metric{name="post-place-cells",unit=""} 113
chip_impl_metric{name="whs_path_depth",unit=""} 3
chip_impl_metric{name="yosysWarningCount",unit=""} 1
chip_impl_info{name="min-delay-path-class",value="input pin to primary output"} 1
chip_impl_info{name="synth.comb.largest_family",value="simple AND/OR/NAND/NOR gates"} 1
chip_impl_metric{name="critical_path_cell_count",unit=""} 5
chip_impl_metric{name="route.detailed.drc",unit=""} 0
chip_impl_metric{name="largest_reg_flops",unit=""} 4
chip_impl_metric{name="unique_masters_post_synth",unit=""} 19
chip_impl_metric{name="timing.max_cap.violations",unit=""} 0
chip_impl_metric{name="hold_viol",unit=""} 0
chip_impl_metric{name="drt_first_iter_violations",unit=""} 14
chip_impl_info{name="worstSetupPathType",value="input pin to primary output"} 1
chip_impl_metric{name="synthesis.area",unit="um^2"} 269
chip_impl_info{name="timing.critical_path.to_type",value="primary output"} 1
chip_impl_metric{name="vias_per_cell",unit=""} 3.15
chip_impl_metric{name="share_of_post_route_cells_with_drive_strength_above_1",unit="%"} 47.1
chip_impl_metric{name="total_leakage_power",unit="nW"} 0.364
chip_impl_metric{name="antenna_found_initial",unit=""} 0
chip_impl_metric{name="unclocked_pins",unit=""} 4
chip_impl_metric{name="ys_cells",unit=""} 37
chip_impl_metric{name="layout.cells.non_filler",unit=""} 116
chip_impl_metric{name="rows",unit=""} 21
chip_impl_metric{name="final_max_slew_viol_count",unit=""} 0
chip_impl_metric{name="path_max_fanout",unit=""} 5
chip_impl_metric{name="post-dp-hpwl",unit="um"} 977
chip_impl_metric{name="dr_total_vias",unit=""} 365
chip_impl_info{name="timing.critical_path.cells",value="buf_2 > or3_4 > buf_4 > nor3_4 > buf_2"} 1
chip_impl_metric{name="place_congestion",unit=""} 0.721
chip_impl_metric{name="cts.hold.buffers_added",unit=""} 0
chip_impl_metric{name="setup_total_negative_slack",unit="ns"} 0
chip_impl_metric{name="setup_ws",unit="ns"} 0.0473
chip_impl_metric{name="port_buffers",unit=""} 29
chip_impl_metric{name="slew-limit-headroom",unit="%"} 85.0
chip_impl_info{name="critical-path-top-cell-by-count",value="sky130_fd_sc_hd__buf_2"} 1
chip_impl_metric{name="grt_remaining_overflow",unit=""} 0
chip_impl_metric{name="worstPathArrival",unit="ns"} 1.23
chip_impl_metric{name="count_of_endpoints_without_a_timing_constraint",unit=""} 8
==> cell usage in the layout (no fill, tap or decap) <==
cell                              n
sky130_fd_sc_hd__xnor2_1          1
sky130_fd_sc_hd__o21ai_2          1
sky130_fd_sc_hd__clkdlybuf4s50_1  8
sky130_fd_sc_hd__nor2_1           5
sky130_fd_sc_hd__clkbuf_2         2
sky130_fd_sc_hd__inv_2            2
sky130_fd_sc_hd__nor4_2           1
sky130_fd_sc_hd__buf_6            4
sky130_fd_sc_hd__dlxtn_1          4
sky130_fd_sc_hd__nor3b_4          2
sky130_fd_sc_hd__buf_2            6
sky130_fd_sc_hd__nor3b_2          1
sky130_fd_sc_hd__buf_4            9
sky130_fd_sc_hd__a21o_2           1
sky130_fd_sc_hd__and2_1           3
sky130_fd_sc_hd__or3_4            1
sky130_fd_sc_hd__o21ai_1          1
sky130_fd_sc_hd__o21bai_1         1
sky130_fd_sc_hd__mux2i_1          1
sky130_fd_sc_hd__nand2_2          1
sky130_fd_sc_hd__nand2_1          2
sky130_fd_sc_hd__nor3_4           2
sky130_fd_sc_hd__dlymetal6s2s_1   3
sky130_fd_sc_hd__dlygate4sd2_1    8
==> routing by layer <==
layer	vias to the layer above	share of wire, %	GRT usage, %
met5	-	0	0
met4	0	0	0
met3	0	12	1.14
met2	17	49	5.70
met1	167	39	3.59
li1	181	-	-
==> Yosys cell counts <==
master | count | area share, %
sky130_fd_sc_hd__a21o_2 | 1 | 3.3
sky130_fd_sc_hd__and2_1 | 3 | 7.0
sky130_fd_sc_hd__buf_4 | 5 | 14
sky130_fd_sc_hd__buf_6 | 1 | 4.2
sky130_fd_sc_hd__clkbuf_1 | 1 | 1.4
sky130_fd_sc_hd__dlxtn_1 | 4 | 22
sky130_fd_sc_hd__inv_1 | 1 | 1.4
sky130_fd_sc_hd__inv_2 | 1 | 1.4
sky130_fd_sc_hd__mux2i_1 | 1 | 3.7
sky130_fd_sc_hd__nand2_1 | 3 | 4.2
sky130_fd_sc_hd__nor2_1 | 5 | 7.0
sky130_fd_sc_hd__nor3_1 | 2 | 3.7
sky130_fd_sc_hd__nor3b_1 | 2 | 5.6
sky130_fd_sc_hd__nor3b_2 | 1 | 4.7
sky130_fd_sc_hd__nor4_1 | 1 | 2.3
sky130_fd_sc_hd__o21ai_0 | 2 | 3.7
sky130_fd_sc_hd__o21bai_1 | 1 | 2.8
sky130_fd_sc_hd__or3_4 | 1 | 4.2
sky130_fd_sc_hd__xnor2_1 | 1 | 3.3
==> power by group <==
group | internal (mW) | leakage [nW] | switching, mW | total (mW)
clock network | 0 | 0 | 0 | 0
logic | 0.0687 | 0.332 | 0.0445 | 0.113
registers | 0.00753 | 0.0320 | 0.000427 | 0.00796
==> logic make-up after synthesis <==
logic type,after synthesis
multiplexers,1
buffers and inverters,9
XOR/XNOR,1
AND/OR/NAND/NOR,18
latches,4
AND-OR/OR-AND,4
==> path summary, 6_finish.rpt <==
kind	startpoint	to
min	instruction[5]	RegisterFileWriteEn
max	instruction[3]	sel_RegisterFile_in_memory
==> timing repair <==
action / in CTS / in global routing
endpoints found under the hold margin: 0 / 0
gates resized: 53 / 12
pin swaps: 5 / 6
buffers inserted: 3 / 1
endpoints found under the setup margin: 17 / 11
==> layout make-up <==
cell class,instances,area (um^2)
fill,388,2740
inverter,2,7.51
multi-input combinational,24,206
sequential,4,60.1
tap,46,57.6
timing repair buffer,40,340
Power and IR drop assume default switching activity.
